**run.sh**
```bash
#!/bin/bash
# OpenROAD 26Q1-2900-gdf79404cd8, Yosys 0.63+post, stock flow scripts
make -C /OpenROAD-flow-scripts/flow DESIGN_CONFIG=/design/flow/config.mk WORK_HOME=/design/flow/orfs finish
```
**config.mk**
```make
export PLATFORM = sky130hd
export DESIGN_NAME = program_counter
export DESIGN_NICKNAME = program_counter
export VERILOG_FILES = /design/flow/design.v
export SDC_FILE = /design/flow/constraint.sdc
export NUM_CORES = 4
export LEC_CHECK = 1
export CORE_AREA = 10 10 93 93
export DIE_AREA = 0 0 103 103
```
**constraint.sdc**
```tcl
current_design program_counter

set clk_period 1.1
set clk_io_pct 0.2

create_clock -name clk0 -period $clk_period [get_ports {clk}]

set non_clock_inputs [all_inputs -no_clocks]
set_input_delay [expr $clk_period * $clk_io_pct] -clock clk0 $non_clock_inputs
set_output_delay [expr $clk_period * $clk_io_pct] -clock clk0 [all_outputs]
```
**design.v**
```verilog
module program_counter (
    input clk,
    input reset,
    input [19:0] pc_in,
    input pc_en,
    output [19:0] pc_out
);
    reg [19:0] pc;
    always @(posedge clk) begin
        if (reset)
            pc <= 20'b0;
        else if (pc_en)
            pc <= pc_in;
    end
    assign pc_out = pc;
endmodule
```
==> impl.org <==
#+TITLE: Implementation results

** Global routing
- Entering global routing, the biggest net connects 21 pins.
- Remaining global-route overflow :: 0
- Across every metal layer, demand over resource in global routing totals 3.88%.
- The number of global-route vias before repair came to 655.
- The first global-routing pass estimated 3320 um of wire.
- The number of antenna violations at the first check in global routing was 0.

** Timing
- Per the slew report, the remaining headroom to the max-slew limit stands at 85.3%.
- Pins Over Slew Limit :: 0
- The end-of-flow timing check tallies setup violations at 0.
- Per the final timing report, the hold violations number 0.
- Max frequency :: 0.964 GHz
- Final critical path time including I/O delays and setup :: 1.04 ns
- RSZ-0062 raised after global routing :: no
- Of the available clock period, the critical path in the final layout requires 94.3%.
- Clock Skew :: 0 ns
- For the pin with the worst max-slew slack, the measured transition is 0.221 ns.

** Logic synthesis
- Warnings from Yosys :: 1
- The synthesized netlist was found by Yosys to have 64 cells.
- Ys flops :: 20
- Yosys stat area :: 706 um^2
- Cell variety after synth :: 5
- Summing the sequential cell areas from Yosys gives 56.7% of the chip area.
- Number of instances in the synthesized netlist :: 64
- Average size of a mapped cell :: 11.0 um^2
- Top_reg_cell synth :: sky130_fd_sc_hd__dfxtp_1
- After synthesis, the largest area contributor takes up 56.7% of total cell area.
- In the post-synthesis netlist, the biggest area contributors are sky130_fd_sc_hd__dfxtp_1 (57%), sky130_fd_sc_hd__mux2i_1 (28%), sky130_fd_sc_hd__nor2_1 (11%), sky130_fd_sc_hd__buf_6 (3.2%), sky130_fd_sc_hd__clkbuf_1 (1.1%).
- The largest total area in the synthesized netlist belongs to sky130_fd_sc_hd__dfxtp_1.
- Fraction of synthesis flops using an asynchronous set or reset pin :: 0%
- Top cells by count :: sky130_fd_sc_hd__dfxtp_1 (20), sky130_fd_sc_hd__mux2i_1 (20), sky130_fd_sc_hd__nor2_1 (20)
- Post-synth design cell area :: 706 um^2
- Count of library flops with an enable pin :: 0

** Setup path
- Setup crit end kind :: output pin
- STA lists the maximum fanout along the critical path as 2.
- Grouping stages by cell kind, the critical path spends the most delay in flip-flops.
- Listed in order, past its start point the critical path passes dlygate4sd2_1.
- The worst setup path is launched from a flop.
- Worst-path cell with the longest stage delay :: sky130_fd_sc_hd__dfxtp_2
- Data arrival time at the worst-slack endpoint :: 0.82 ns
- Endpoint required time on the critical path :: 0.88 ns
- Worst Path Class, Setup :: reg2out
- Along the critical path, the tally of buffer and inverter instances is 1.
- Biggest cell delay along the critical path :: 0.32 ns

** Drt
- Iter 0 DRT Violations :: 16
- The iteration count recorded for the first detailed-route pass is 3.
- Overall routed net length :: 2230 um
- Antenna Diode Count :: 0
- The DRC violation total left in the routed layout is recorded as 0.
- After detailed routing, the number of vias per cell comes to 3.07.
- WL per Instance :: 11.9 um
- The final route contains 578 vias.
- Nets still carrying antenna violations after routing amount to 0.

** Clock network
- The cell sitting at the root of the clock tree is a sky130_fd_sc_hd__clkbuf_8.
- TritonCTS built the clock tree.
- Per the CTS log, the maximum H-tree level is 1.
- Looking at the post-CTS report, the setup buffer insertion count equals 0.
- Clock buffers created by TritonCTS :: 3
- Clock-pin slew on the worst setup and hold paths :: 0.08 ns
- No sink is reached through more buffers than the 2 on the longest clock path.
- Counting every sink on the clock net gives 20.
- In this run, post-CTS hold repair placed 0 buffers.
- Per the skew report, the later register of the worst-skew pair sees a clock latency of 0.25 ns.

** Layout
- Relative to the synthesized area, the layout overhead comes to 84.9%.
- The largest registers in the layout are pc: 20 flops.
- Non-filler instance count after layout :: 188
- Per the final layout report, the fraction of cells sized above drive strength 1 comes to 24.1%.
- The register with the most flip-flops in the layout has 20 of them.
- Largest register by flop count :: pc

** Floorplan
- Die Size :: 0.0106 mm^2
- The core region is 0.00676 mm^2.
- Total I/O pin count :: 43
- Die extent in y :: 103 um
- Die boundary width :: 103 um
- The report lists the number of standard-cell rows as 30.
- Initial Util :: 10.4%

** Worst hold path
- Type of the worst min-delay path :: reg2reg

** Placed design
- Number of port buffers :: 42
- Routability congestion estimate :: 0.691
- The wire-length estimate of the detail-placed layout is 1540 um.
- The detailed placer reported the number of placed instances as 184.

** Pwr
- Total power consumption of the routed design :: 1530 uW
- Static leakage power :: 0.000620 uW
- Per the power-grid run, VDD falls by no more than 269 uV.
- In this run the power density over the cells is 1170 mW/mm^2.

** Flow run
- Tool warnings :: 25
- Max_cap viols :: 0

** Status
- The flow ran to the end, and the final reports show no timing, DRC or antenna violations.
[layout by cell type (no fill, tap or decap)]
cell,instances
sky130_fd_sc_hd__clkdlybuf4s50_1,21
sky130_fd_sc_hd__dlygate4sd2_1,20
sky130_fd_sc_hd__dfxtp_2,20
sky130_fd_sc_hd__dlymetal6s2s_1,1
sky130_fd_sc_hd__clkbuf_8,3
sky130_fd_sc_hd__buf_12,2
sky130_fd_sc_hd__nor2_1,20
sky130_fd_sc_hd__mux2i_1,20
sky130_fd_sc_hd__clkbuf_16,1
[layer usage]
layer  track usage [%]  part of all wire, %
met5                 0                    0
met4             0.963                  1.6
met3              1.29                  9.6
met2              5.75                   45
met1              5.32                   43
[report_power, final]
part           switching, uW  internal (uW)  total [uW]
clock network            245            244         489
logic                   75.3            170         245
registers               19.3            775         794
total                    339           1190        1530
[path summary, 6_finish.rpt]
kind / slack [ns] / start / endpoint / depth (start not counted)
min reg2reg: 0.48 / pc[17] / pc[17] / 2
max reg2reg: 0.50 / pc[7] / pc[7] / 2
min: 0.48 / pc[17] / pc[17] / 2
max: 0.06 / pc[8] / pc_out[8] / 1
[metrics by stage]
stage          utilization [%]  TNS [ns]  setup WS (ns)  area [um^2]  hold slack, ns
2_1_floorplan                -         0          0.400          706           0.367
3_3_place_gp              18.3     -3.94         -0.201         1240           0.473
3_5_place_dp              18.3     -4.14         -0.218         1240           0.486
4_1_cts                   18.9         0         0.0407         1280           0.489
5_1_grt                   19.3         0         0.0197         1310           0.516
6_report                  19.3         0         0.0623         1310           0.482
[timing repair]
action                     4_1_cts  5_1_grt
gates cloned                     0        1
gates resized                   40        1
setup endpoints to repair       20        1
[cell families after synthesis]
logic type | share of synthesized area [%]
muxes | 28.4
DFF | 56.7
and+or+nand+nor | 10.6
buffers and inverters | 4.26
[layout make-up]
class / instances / area (um^2)
Clock buffer: 3 / 41.3
Fill cell: 737 / 5450
Multi-Input combinational cell: 40 / 275
Sequential cell: 20 / 425
Tap cell: 80 / 100
Timing Repair Buffer: 45 / 463
No activity file was given, so power comes from the tool's default toggle rates.
