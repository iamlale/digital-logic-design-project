### ./design.v
module register_file (
  input clk,
  input enable,
  input [19:0] write_data,
  input [3:0] write_register,
  input [3:0] select_read_1,
  input [3:0] select_read_2,
  output [19:0] read_data_1,
  output [19:0] read_data_2
);
reg [19:0] registers [15:0];
always @(*) begin
  read_data_1 = registers[select_read_1];
  read_data_2 = registers[select_read_2];
end
always @(posedge clk) begin
  if (enable) begin
    registers[write_register] <= write_data;
  end
end
endmodule
### ./run.sh
#!/bin/bash
# OpenROAD 26Q1-2900-gdf79404cd8, Yosys 0.63+post, stock flow scripts
make -C /OpenROAD-flow-scripts/flow DESIGN_CONFIG=/design/flow/config.mk WORK_HOME=/design/flow/orfs finish
### ./config.mk
export PLATFORM = sky130hd
export DESIGN_NAME = register_file
export DESIGN_NICKNAME = register_file
export VERILOG_FILES = /design/flow/design.v
export SDC_FILE = /design/flow/constraint.sdc
export NUM_CORES = 4
export LEC_CHECK = 1
export CORE_UTILIZATION = 40
### ./constraint.sdc
current_design register_file

set clk_period 5.7
set clk_io_pct 0.2

create_clock -name clk0 -period $clk_period [get_ports {clk}]

set non_clock_inputs [all_inputs -no_clocks]
set_input_delay [expr $clk_period * $clk_io_pct] -clock clk0 $non_clock_inputs
set_output_delay [expr $clk_period * $clk_io_pct] -clock clk0 [all_outputs]
==> results.json <==
{
  "outcome": "finished, final reports clean",
  "syn_area_per_cell_um2": 21.29,
  "cp_slowest_cell": "nor2b_2",
  "setup_tns_ns": 0,
  "warning_count": 25,
  "drc": 0,
  "yosys_cells": 683,
  "wl_met2_um": 18600,
  "ys.flops": 320,
  "h-tree-depth": 1,
  "dp_slack_ns": 1.121,
  "fp.dieH_um": 192.7,
  "fmax_ghz": 0.2193,
  "totalPowerFinal_mw": 4.962,
  "cp-startpoint": "select_read_2[3]",
  "overflow": 0,
  "rows": 69,
  "vias_per_cell": 6.189,
  "hold_buffers": 0,
  "postSynthCellCount": 683,
  "synthTopCellsByArea": "edfxtp_1 66%, mux4_2 20%, mux4_1 5.8%",
  "cpPeakStageDelay_ns": 0.71,
  "crit_top_cell": "clkdlybuf4s50_1",
  "hpwl_um": 21840,
  "fillerInstances": 2837,
  "drtIter0Drc": 488,
  "cp_cell_sequence": "clkdlybuf4s50_1 -> nor2b_2 -> buf_4 -> a22oi_1 -> nand2_1 -> clkdlybuf4s50_1",
  "synthFlopType": "edfxtp_1",
  "slew-limit-headroom_pct": 42.94,
  "edf_count": 320,
  "wire_per_inst_um": 29.61,
  "core-area_um2": 35660,
  "largest_register_ffs": 320,
  "hold_path.class": "primary input to flip-flop",
  "final_cell_mix": "320 x edfxtp_1, 128 x mux4_2, 80 x a22oi_1",
  "top_layer_used": "met5",
  "cp.required_ns": 4.56,
  "min_period_ns": 4.560,
  "crit_type": "primary input to primary output",
  "yosysTopAreaCell": "edfxtp_1",
  "first_pass_iters": 21,
  "ir_drop_uv": 165.6,
  "layout_top_cell": "edfxtp_1",
  "routed_wl_um": 37250,
  "postCtsSetupRepairBufs": 0,
  "final_area_um2": 16830,
  "hold_viol_final": 0,
  "yosysSeqAreaShare_pct": 66.08,
  "top_register": "registers",
  "drv_slew": 0,
  "worst_slack_ns": 1.140,
  "track_usage_pct": 23.10,
  "reg_top3": "registers (320)",
  "place.gp.congestion": 0.8325,
  "cts.sinks": 320,
  "fin_crit_sh_pct": 80.00,
  "cap_viol_max_count": 0,
  "top_cell_area_share_pct": 66.08,
  "grt_pass1_vias": 8824,
  "powerDensity_nw_per_um2": 294.9,
  "cts_tree": "done",
  "die-area_um2": 37120,
  "fp_util_pct": 40.78,
  "grt_first_pass_wirelength_um": 55100,
  "rsz0062_at_grt": "no",
  "final-setup-viol-count": 0,
  "die_x_um": 192.7,
  "netlist_area_um2": 14540,
  "end_kind": "primary output",
  "port_buffers": 73,
  "io_pins": 74,
  "grt_max_degree": 41,
  "ys_warn_count": 3,
  "clockBufferDepth": 3,
  "path_max_fanout": 11,
  "ant_nets": 0,
  "areaGrowthSynthToFinish_pct": 15.72,
  "ys_chip_area_um2": 14540,
  "cts_inserted_buffers": 31,
  "crit_path_start_kind": "primary input",
  "p_leak_nw": 5.353,
  "path_clk_slew_ns": 0.06,
  "wl_met3_um": 6075,
  "crit_arrival_ns": 3.42,
  "dpl_cell_area_um2": 15930,
  "antenna_found_initial": 3,
  "cts_resized": 0,
  "crit_end": "read_data_2[17]",
  "async_flop_share_pct": 0,
  "wl_met1_um": 11690,
  "layout-drive-gt1-share_pct": 29.02,
  "yosysUniqueCellTypes": 17,
  "worstMarginPinSlew_ns": 0.8550,
  "vias": 7786,
  "cts_root_buf": "clkbuf_16"
}
-- worst min path at each step --
stage,to,slack [ns],from,cells after the start
after CTS,registers[9][2],1.47,write_data[2],1
after global routing,registers[5][4],1.53,write_data[4],1
final,registers[0][2],1.49,write_data[2],1
-- synth_stat cells, drive strengths merged (2+ instances only) --
| master | instances |
|---|---|
| buf | 20 |
| nor2 | 14 |
| edfxtp | 320 |
| nand2b | 2 |
| and2 | 2 |
| nor3 | 4 |
| nand2 | 41 |
| mux4 | 160 |
| clkbuf | 32 |
| nand3b | 2 |
| a22oi | 80 |
| nor2b | 4 |
-- critical path: cells and delay by family --
kind                   cells  cell delay, ns
buffers and inverters      3            1.37
AOI/OAI and AO/OA          1            0.13
and+or+nand+nor            2            0.79
-- area by class of cell --
class	instances	area (µm²)	share of cell area [%]
Sequential cell	320	9609	57.10
Multi-Input combinational cell	311	4695	27.90
Timing Repair Buffer	112	1051	6.246
Clock buffer	40	809.5	4.811
Tap cell	461	576.8	3.428
Clock inverter	13	83.83	0.4982
Antenna cell	1	2.502	0.01487
-- cells by family (layout without fill, tap and decap cells) --
logic type             Yosys count  in the layout  synth area share, %
DFF                            320            320                66.08
muxes                          160            160                25.61
AOI/OAI and AO/OA               80             80                4.130
and+or+nand+nor                 71             71                2.099
buffers and inverters           52            165                2.082
other                            0              1                    0
-- where the power goes --
part	switching [mW]	leakage, nW	internal, mW	total, mW
sequential	0.0180	2.89	2.64	2.66
clock	0.808	0.434	1.03	1.84
combinational	0.230	2.03	0.234	0.464
-- metrics by stage --
stage	utilization [%]	hold WS, ns	std cells
2_1_floorplan	-	1.239	683
3_3_place_gp	44.68	2.037	1204
3_5_place_dp	44.68	2.059	1204
4_1_cts	47.19	1.469	1257
5_1_grt	47.19	1.532	1257
6_report	47.19	1.490	1258
-- per-layer routing --
| metal | global-route usage [%] | vias to the layer above |
|---|---|---|
| met4 | 4.452 | 6 |
| met1 | 27.40 | 3911 |
| met5 | 2.060 | - |
| met3 | 16.65 | 62 |
| li1 | - | 3228 |
| met2 | 35.25 | 579 |
No activity file was given, so power comes from the tool's default toggle rates.
